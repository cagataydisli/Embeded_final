==> /design/flow/design.v <==
`timescale 1ns / 1ps
module single_port_ram #(
    parameter INIT_TYPE = 0  
)(
    input wire clk,
    input wire we,
    input wire [7:0] addr,
    input wire [7:0] din,
    output reg [7:0] dout
);
    reg [7:0] ram [0:255];
    integer i;
    initial begin
        for (i = 0; i < 256; i = i + 1) begin
            ram[i] = 0;
        end
        if (INIT_TYPE == 1) begin
            ram[0] = 8'h11;
            ram[1] = 8'h22;
            ram[2] = 8'h33;
            ram[3] = 8'h44;
            ram[4] = 8'h55;
            ram[5] = 8'h66;
            ram[6] = 8'h77;
            ram[7] = 8'h88;
        end else if (INIT_TYPE == 2) begin
            ram[0] = 8'h00;
            ram[1] = 8'h01;
            ram[2] = 8'h02;
            ram[3] = 8'h03;
            ram[4] = 8'h04;
            ram[5] = 8'h05;
            ram[6] = 8'h06;
            ram[7] = 8'h07;
            ram[8] = 8'h08;
            ram[9] = 8'h09;
            ram[10] = 8'h0A;
            ram[11] = 8'h0B;
            ram[12] = 8'h0C;
            ram[13] = 8'h0D;
            ram[14] = 8'h0E;
            ram[15] = 8'h0F;
        end else if (INIT_TYPE == 3) begin
            ram[0] = 8'hc3;
            ram[1] = 8'hb9;
            ram[2] = 8'h0e;
            ram[3] = 8'hb5;
            ram[4] = 8'h22;
            ram[5] = 8'h56;
            ram[6] = 8'hfe;
            ram[7] = 8'h61;
        end
    end
    always @(posedge clk) begin
        if (we) begin
            ram[addr] <= din;
        end
        dout <= ram[addr];
    end
endmodule
==> /design/flow/run.sh <==
#!/bin/bash
# OpenROAD 26Q1-2900-gdf79404cd8, Yosys 0.63+post, stock flow scripts
make -C /OpenROAD-flow-scripts/flow DESIGN_CONFIG=/design/flow/config.mk WORK_HOME=/design/flow/orfs finish
==> /design/flow/config.mk <==
export PLATFORM = sky130hd
export DESIGN_NAME = single_port_ram
export DESIGN_NICKNAME = single_port_ram
export VERILOG_FILES = /design/flow/design.v
export SDC_FILE = /design/flow/constraint.sdc
export NUM_CORES = 4
export LEC_CHECK = 1
export CORE_UTILIZATION = 40
==> /design/flow/constraint.sdc <==
current_design single_port_ram

set clk_period 20.1
set clk_io_pct 0.2

create_clock -name clk0 -period $clk_period [get_ports {clk}]

set non_clock_inputs [all_inputs -no_clocks]
set_input_delay [expr $clk_period * $clk_io_pct] -clock clk0 $non_clock_inputs
set_output_delay [expr $clk_period * $clk_io_pct] -clock clk0 [all_outputs]
==> results.txt <==
The synthesis and place-and-route flow finished, so here is a summary.

The via total after detailed routing came out at between 30000 and 40000. The classification of the worst setup path is in -> reg. The cell area power density came out at 99.0 nW/um^2. The reported leakage power came out at 27.1 nW.

The register bit count reported by yosys is 2056. The number of setup violations in the final report came out at 0. Across all register-to-register paths, the minimum setup slack is between 15 and 20 ns. The script logs the mean routed wire length per placed instance as 29.3 um. The leading cell type by number of instances after synthesis is sky130_fd_sc_hd__edfxtp_1. The placement-stage worst setup slack is 10.71 ns. For reference, the critical path cell chain is buf_8 -> buf_4 -> buf_4 -> buf_4 -> buf_4 -> mux4_2 -> a22oi_1 -> a21oi_1 -> o41ai_1 -> nand4_1. The tally of filler cells in the layout is 15900. The number of synthesized flops with an enable pin is between 2000 and 2500. The actual transition at the worst max-transition pin is 1.23 ns. The initial antenna violation count came out at 5.

The CTS sink count came out at 2056. Measured against its own limit, the worst slew margin works out to 0.171. The most numerous cell type found on the critical path is sky130_fd_sc_hd__buf_4. For this run, the register share of the synthesized area comes to 0.786. The detailed placer's ending HPWL came out at 114000 um. After synthesis, the cell types taking the most area are sky130_fd_sc_hd__edfxtp_1, sky130_fd_sc_hd__mux4_2, sky130_fd_sc_hd__a22oi_1. Per the placement log, port buffering inserted 25 buffers. The primary flip-flop cell chosen by synthesis mapping is sky130_fd_sc_hd__edfxtp_1. The OpenROAD warning count came out at 29. Setup repair after global routing left no endpoint under its margin. Counting flops with an async set or reset pin after synthesis yields a share of 0. The switching part of the total is 0.212. The number of cells upsized or downsized after cts came out at 0. The final-report max-slew violation count came out at 0. The maximum clock path buffer count came out at 3. Data on the critical path is required at its endpoint by 20.78 ns. The area fraction of the largest cell type after synthesis is 0.783. The clock slew at the register clock pins of the worst setup and hold paths is 0.06 ns. The peak supply drop came out at 0.0821 mV. The critical path launch point type is an input pin.

Setup slack on the critical path of the routed design comes to 11.75 ns. On the final layout, the worst clock skew is 0.0467 ns. In this run the maximum-capacitance check reported violations numbering 0. The average instance area after synthesis came out at 22.1 sq um. The die height came out at 445 um. The synthesis warning total is 1. Of the total power, registers draw 0.536. RePlAce ended its routability-driven mode at a weighted congestion of 0.873. The flow ran to the end, and the final reports show no timing, DRC or antenna violations. STA lists the startpoint of the worst hold path as ram[98][7]. The share of final-layout standard cells stronger than drive strength 1 is 0.267. The routed design has ~190000 um of wire.

The iteration-0 DRC count of the detailed router came out at around 2500. In the final timing run, aggregate negative setup slack is 0 ns. The maximum number of pins on one net before global-route repair is 113. The synthesis area per yosys came out at 78500 sq um. The clock latency on the worst-skew pair is 0.85 ns.

The area growth from synthesis to layout is 13.8%. On the final layout, the worst hold slack is a little under 1 ns. The area of the mapped netlist came out at 78500 sq um. The floorplan has around 160 rows. The count of nets left with antenna violations after detail routing came out at 0. Of the available clock period, the critical path in the final layout requires 0.416. The power after layout came out at 0.00885 W. The highest cell delay on the worst timing path is 0.87 ns. STA lists the startpoint of the worst register-to-register path as ram[123][5]. The final critical delay including setup and external delays came out at 8.35 ns. The post-cts hold-fix buffer tally came out at 0. The total clock buffers created by CTS came out at 202. The slowest stage of the critical path belongs to the cell sky130_fd_sc_hd__o41ai_1. The peak fanout along the critical path is 37. The die covers 198000 sq um. Per the OpenROAD floorplan log, the area of the core is 195000 sq um. In this run the post-CTS setup repair buffer count came out at 0. The most area-hungry cell type in the Yosys netlist is sky130_fd_sc_hd__edfxtp_1. The number of I/O pins is 26. Yosys reports that the most numerous cell types are sky130_fd_sc_hd__edfxtp_1, sky130_fd_sc_hd__mux4_2, sky130_fd_sc_hd__a22oi_1, sky130_fd_sc_hd__nor2_1, sky130_fd_sc_hd__clkbuf_1.

The length of the first detailed-routing pass in iterations came out at 5. TritonCTS built the clock tree. Yosys stat counts 3547 cells in the synthesized netlist. The proportion of power drawn by the clock network is 0.420. From left edge to right edge, the die measures 445 um.

According to the timing report, the critical path is launched from addr[0]. The final report gives the core utilization as 0.458. The worst path arrival time is 9.03 ns.

Per the CTS log, the root buffer master is sky130_fd_sc_hd__clkbuf_16. The average via count per standard cell is around 5.6. The number of distinct library cell variants in the gate-level netlist after synthesis is 22.

The remaining global-route overflow came out at 0. The part of the power in combinational logic came out at 0.044. According to the hold report, the worst path is of the reg -> reg type.

The depth of the CTS H-tree is 4. The number of instances in the synthesized netlist is 3547. The global-route wire length before repair came out at between 200000 and 300000 um. The design internal power came out at ~0.0070 W.

The remaining routing DRC violations is 0. The highest achievable clock rate is ~120 MHz. The net load switching power is 0.00187 W.

For this configuration, the core starts out at a cell density of 0.403. The overall track demand over capacity in global routing is 0.217. The number of global-route vias before repair came to 41100.

The critical path endpoint category is a register. The count of endpoints failing hold in the final timing report came out at 0.
==> critical path: cells and delay by family <==
kind | cells | cell delay (ns)
buffers and inverters | 5 | 2.72
AOI/OAI and AO/OA | 3 | 1.33
muxes | 1 | 0.58
and+or+nand+nor | 1 | 0.19
==> path summary, 6_finish.rpt <==
kind         endpoint  depth (start not counted)
min reg2reg   dout[7]                          5
max           dout[3]                         10
max reg2reg   dout[5]                          6
min           dout[7]                          5
==> metal layers <==
metal	wire [um]	global-route usage	vias to the layer above	share of wire
met5	184	0.00586	-	0.00096
met4	6700	0.0574	12	0.035
met3	27900	0.143	348	0.15
met2	93800	0.327	1965	0.49
met1	63500	0.272	19000	0.33
li1	-	-	15500	-
==> registers in the layout, indices dropped and copies added (netlist names) <==
register	count
dout	8
ram	2048
==> logic make-up (layout without fill, tap and decap cells) <==
logic type | count (synthesis) | in the layout | synth area share
DFF | 2056 | 2056 | 0.786
muxes | 512 | 512 | 0.147
AOI/OAI and AO/OA | 416 | 416 | 0.0362
and+or+nand+nor | 330 | 330 | 0.0173
buffers and inverters | 233 | 619 | 0.0140
other | 0 | 4 | 0
==> layout by cell type (no fill, tap or decap), drive strengths merged <==
cell	count
diode	4
nand2b	6
mux4	512
clkinvlp	4
a22oi	256
nand4	8
or2	2
or3	1
nand2	28
inv	8
nor2b	7
bufinv	20
and2	3
buf	231
nor3	30
clkbuf	236
clkdlybuf4s50	15
clkinv	105
dfxtp	8
nor2	232
nand3	13
a21oi	128
o41ai	32
edfxtp	2048
==> final cells by class <==
| cell class | count | area (sq um) | area share |
|---|---|---|---|
| Clock inverter | 136 | 1350 | 0.0152 |
| Timing Repair Buffer | 246 | 2030 | 0.0228 |
| Clock buffer | 236 | 5180 | 0.0580 |
| Inverter | 1 | 3.75 | 0.0000420 |
| Multi-Input combinational cell | 1258 | 15800 | 0.177 |
| Sequential cell | 2056 | 61700 | 0.690 |
| Tap cell | 2624 | 3280 | 0.0367 |
| Antenna cell | 4 | 10.0 | 0.000112 |
==> power by group through the flow <==
stage                 Combinational [W]  Sequential [W]  Clock (W)
after CTS                      0.000398         0.00474    0.00378
after global routing           0.000420         0.00473    0.00394
final                          0.000391         0.00474    0.00372
==> per-stage QoR <==
| stage | instances | cell area [sq um] |
|---|---|---|
| 4_1_cts | 6557 | 89300 |
| 6_report | 6561 | 89400 |
| 5_1_grt | 6558 | 89300 |
| 2_1_floorplan | 3547 | 78500 |
| 3_3_place_gp | 6184 | 82800 |
| 3_5_place_dp | 6185 | 82800 |
Power is estimated from default activity; no workload was simulated.
