### /design/flow/design.v
`timescale 1ns / 1ps
module fifo_buffer #(
    parameter DEPTH = 16,       
    parameter DATA_WIDTH = 8
)(
    input  wire clk,
    input  wire rst,
    input  wire wr_en,                 
    input  wire [DATA_WIDTH-1:0] din,  
    input  wire rd_en,                 
    output reg  [DATA_WIDTH-1:0] dout, 
    output reg  full,                  
    output reg  empty                  
);
    function integer clog2;
        input integer value;
        begin
            value = value - 1;
            for (clog2 = 0; value > 0; clog2 = clog2 + 1)
                value = value >> 1;
        end
    endfunction
    localparam ADDR_WIDTH = clog2(DEPTH);
    reg [DATA_WIDTH-1:0] mem [0:DEPTH-1];
    reg [ADDR_WIDTH-1:0] wr_ptr;
    reg [ADDR_WIDTH-1:0] rd_ptr;
    reg [ADDR_WIDTH:0] count;
    reg [ADDR_WIDTH:0] next_count;
    always @(posedge clk or posedge rst) begin
        if (rst) begin
            wr_ptr <= 0;
        end else if (wr_en && !full) begin
            mem[wr_ptr] <= din;
            if (wr_ptr == DEPTH-1)
                wr_ptr <= 0;
            else
                wr_ptr <= wr_ptr + 1;
        end
    end
    always @(*) begin
        dout = mem[rd_ptr];
    end
    always @(posedge clk or posedge rst) begin
        if (rst) begin
            rd_ptr <= 0;
        end else if (rd_en && !empty) begin
            if (rd_ptr == DEPTH-1)
                rd_ptr <= 0;
            else
                rd_ptr <= rd_ptr + 1;
        end
    end
    always @(posedge clk or posedge rst) begin
        if (rst) begin
            count <= 0;
        end else begin
            if (wr_en && !full && rd_en && !empty)
                count <= count;
            else if (wr_en && !full)
                count <= count + 1;
            else if (rd_en && !empty)
                count <= count - 1;
        end
    end
    always @(*) begin
        if (wr_en && !full && rd_en && !empty)
            next_count = count;
        else if (wr_en && !full)
            next_count = count + 1;
        else if (rd_en && !empty)
            next_count = count - 1;
        else
            next_count = count;
    end
    always @(posedge clk or posedge rst) begin
        if (rst) begin
            full <= 0;
            empty <= 1;
        end else begin
            full <= (next_count == DEPTH);
            empty <= (next_count == 0);
        end
    end
endmodule
### /design/flow/run.sh
#!/bin/bash
# OpenROAD 26Q1-2900-gdf79404cd8, Yosys 0.63+post, stock flow scripts
make -C /OpenROAD-flow-scripts/flow DESIGN_CONFIG=/design/flow/config.mk WORK_HOME=/design/flow/orfs finish
### /design/flow/config.mk
export PLATFORM = sky130hd
export DESIGN_NAME = fifo_buffer
export DESIGN_NICKNAME = fifo_buffer
export VERILOG_FILES = /design/flow/design.v
export SDC_FILE = /design/flow/constraint.sdc
export NUM_CORES = 4
export LEC_CHECK = 1
export CORE_UTILIZATION = 30
### /design/flow/constraint.sdc
current_design fifo_buffer

set clk_period 4.9
set clk_io_pct 0.2

create_clock -name clk0 -period $clk_period [get_ports {clk}]

set non_clock_inputs [all_inputs -no_clocks]
set_input_delay [expr $clk_period * $clk_io_pct] -clock clk0 $non_clock_inputs
set_output_delay [expr $clk_period * $clk_io_pct] -clock clk0 [all_outputs]
==> results.yml <==
# flow metrics
placed_design:
  io_buffers: 21
  dp_hpwl_microns: 8120
  gp_congestion: 0.853
  placed_cells: 668
cts:
  cts_buffers: 17
  cts-hold-fix-buffers: 0
  h-tree-depth: 4
  clk_path_buf_depth: 2
  cts_resized: 0
  clock_latency_ns: 0.41
  clk_transition_reported_paths_ns: 0.06
  clkSinkCount: 143
  cts_root_buf: "clkbuf_16"
  cts_tree: "built"
  cts.repair_timing.setup_buffer_count: 0
route:
  first_pass_iters: 4
  drtAntennaViolNets: 0
  via_per_inst: 4.93
  routedWlPerCell_microns: 17.9
  drc_errors: 0
  wl_microns: 12500
  num_vias: 3453
  insertedDiodeCount: 0
  dr.first_iter.drc_count: 284
setup_path:
  critical_path.cell_chain: "inv_1 > ha_1 > nand2_1 > nor2_1 > a22oi_1 > nand3_1 > clkdlybuf4s50_1"
  path_class: "reg -> out"
  critPathArrivalTime_ns: 3.00
  rrSetupSlack_ns: 2.69
  start_kind: "flop"
  reg2reg_depth: 4
  cp-endpoint: "dout[7]"
  timing.rr.end: "mem[4][5]"
  critical_path.endpoint_type: "output port"
  cpPeakStageDelay_ns: 0.71
  cp_max_fo: 18
  critPathSlowestCell: "ha_1"
  r2r_start: "full"
  cp.required_ns: 3.92
  critPathLaunch: "rd_ptr[1]"
logic_synthesis:
  syn-cell-area_sq_um: 5900
  yosys_warnings: 2
  syn_inst: 399
  yosys_most_used_dff: "edfxtp_1"
  syn_area_per_cell_sq_um: 14.8
  numSynthFlops: 143
  yosys_area_sq_um: 5900
  synth_cell_types: 49
  synthArstFlopShare_pct: 10.5
  edf_count: 128
  ys_cells: 399
  yosys.stat.seqShare_pct: 71.6
global_route:
  globalRouteOverflowTotal: 0
  grt_max_degree: 29
  grt_usage_pct: 13.8
  grt_pass1_wl_microns: 19600
  grt_pass1_vias: 3491
  antenna_found_initial: 0
timing:
  worst_pin_slew_ns: 0.935
  setup_violations: 0
  clock_skew_ns: 0.00984
  rsz0062_at_grt: "no"
  tns_ns: 0
  timing.final.crit_period_ns: 3.98
  slew_headroom_pct: 37.4
  slew_violations: 0
  fmax_mhz: 252
  min_period_over_period_pct: 81.1
  final_hold_viol_count: 0
floorplanning:
  chipHeight_microns: 142
  die_area_sq_um: 20200
  core_sq_um: 19000
  die_w_microns: 142
  num_io_pins: 22
  fp-utilization_pct: 31.1
  rows: 50
outcome:
  status: "finished, final reports clean"
power:
  cellLeakagePower_nw: 2.30
  power_density_nw_per_um2: 569
  irDropWorstVdd_mv: 0.250
run:
  maxCapViolations: 0
  warning_count: 32
cells_and_area:
  drive_gt1_share_pct: 12.3
  syn2layout_area_growth_pct: 18.1
  instances_no_fill: 700
min_path:
  hp-class: "reg -> reg"
==> cell usage in the layout (no fill, tap or decap), types with 7 or more instances in the layout <==
master,netlist,routed
dfrtp_1,14,13
a22oi_1,18,18
o221ai_1,7,7
mux2i_1,12,12
nand3_1,13,13
clkdlybuf4s50_1,0,21
edfxtp_1,128,128
inv_1,8,8
nand2_1,32,32
a22o_1,9,9
ha_1,10,10
a21oi_1,22,22
nor2_1,24,24
buf_4,4,11
clkbuf_16,0,17
a221oi_1,13,13
==> logic make-up (layout without fill, tap and decap cells) <==
kind of cell	Yosys count	count (layout)	synth area share, %
AND-OR/OR-AND	97	97	11.9
XOR/XNOR	4	4	0.594
buffers and inverters	31	72	2.65
adder cells (fa/ha/maj)	10	10	2.12
AND/OR/NAND/NOR	97	97	8.06
multiplexers	17	17	3.12
flip-flops	143	143	71.6
==> power by group <==
part	switching [mW]	internal, mW	leakage, nW
clock	0.514	0.713	0.277
combinational	0.639	0.533	0.687
sequential	0.121	1.44	1.33
total	1.27	2.68	2.30
==> registers in the layout, indices dropped and copies added, names as in the netlist <==
name	flops
empty	1
full	1
wr_ptr	4
mem	128
rd_ptr	4
count	5
==> layer usage <==
layer / GRT usage, % / vias up / routed length, microns
met5: 1.50 / - / 0
met3: 6.92 / 4 / 1320
met4: 1.41 / 0 / 76
met2: 20.7 / 138 / 5980
li1: - / 1623 / -
met1: 19.1 / 1688 / 5130
==> cells in the mapped netlist, types with 5 or more instances <==
master | number | area share [%]
edfxtp_1 | 128 | 65
nand2_1 | 32 | 2.0
buf_2 | 8 | 0.68
dfrtp_1 | 14 | 5.9
a22oi_1 | 18 | 2.3
a221oi_1 | 13 | 1.9
nand2b_1 | 5 | 0.53
clkbuf_1 | 6 | 0.38
nor3_1 | 6 | 0.51
o221ai_1 | 7 | 1.0
nor2_1 | 24 | 1.5
inv_1 | 8 | 0.51
a211oi_1 | 6 | 0.76
ha_1 | 10 | 2.1
mux2i_1 | 12 | 2.0
a22o_1 | 9 | 1.3
o21ai_0 | 5 | 0.42
a21oi_1 | 22 | 1.9
nand3_1 | 13 | 1.1
==> metrics by stage <==
stage	hold slack [ns]	power [mW]	utilization (%)	cell area [sq um]	setup WS, ns
2_1_floorplan	0.484	2.32	-	5900	2.42
3_3_place_gp	0.515	2.74	33.7	6390	1.41
3_5_place_dp	0.508	2.76	33.7	6390	1.34
4_1_cts	0.529	3.99	36.7	6960	0.907
5_1_grt	0.570	4.19	36.7	6960	0.774
6_report	0.523	3.96	36.7	6960	0.925
==> final cells by class <==
class | count | area, sq um
well taps | 260 | 325
repair buffers | 32 | 293
clock buffers | 17 | 425
fillers | 1725 | 12000
clock inverters | 15 | 146
multi-input cells | 225 | 1520
flip-flops and latches | 143 | 4220
inverters | 8 | 30.0
==> how the worst min path moves through the flow <==
stage	from	end	slack [ns]	cells after the start
global route	count[4]	count[4]	0.57	2
CTS	count[4]	count[4]	0.53	2
finish	count[4]	count[4]	0.52	2
==> worst max-delay path, delay by kind of cell, from the launching register on <==
family | cells | cell delay, ns
fa+ha+maj | 1 | 0.71
simple gates | 3 | 0.68
buf+inv | 2 | 0.61
flops | 1 | 0.41
compound gates | 1 | 0.17
Power and IR drop assume default switching activity.
